## /design/flow/design.v

```verilog
module lab6_2 #(parameter W = 20) (
    input [W-1:0] a, b,
    output reg [W-1:0] max, min
);
    function [W-1:0] Fmax;
        input [W-1:0] a, b;
        begin 
            Fmax = (a > b) ? a : b;
        end
    endfunction
    function [W-1:0] Fmin;
        input [W-1:0] a, b;
        begin 
            Fmin = (a < b) ? a : b;
        end
    endfunction
    always @* begin
        max = Fmax(a, b);
        min = Fmin(a, b);
    end
endmodule
```

## /design/flow/run.sh

```bash
#!/bin/bash
# OpenROAD 26Q1-2900-gdf79404cd8, Yosys 0.63+post, stock flow scripts
make -C /OpenROAD-flow-scripts/flow DESIGN_CONFIG=/design/flow/config.mk WORK_HOME=/design/flow/orfs finish
```

## /design/flow/config.mk

```make
export PLATFORM = sky130hd
export DESIGN_NAME = lab6_2
export DESIGN_NICKNAME = lab6_2
export VERILOG_FILES = /design/flow/design.v
export SDC_FILE = /design/flow/constraint.sdc
export NUM_CORES = 4
export LEC_CHECK = 1
export CORE_AREA = 10 10 103 103
export DIE_AREA = 0 0 113 113
```

## /design/flow/constraint.sdc

```tcl
current_design lab6_2

set clk_period 8.0
set clk_io_pct 0.2

create_clock -name clk0 -period $clk_period

set non_clock_inputs [all_inputs -no_clocks]
set_input_delay [expr $clk_period * $clk_io_pct] -clock clk0 $non_clock_inputs
set_output_delay [expr $clk_period * $clk_io_pct] -clock clk0 [all_outputs]
```

==> CHANGELOG.md <==
### Physical design

- Outcome: finished clean
- Setup total negative slack: 0 ns
- Maximum fanout along the worst path: 11
- Chip area line of the yosys report: 1013 µm²
- Count of mapped cells out of synthesis: 114
- Number of iterations in the first detailed-routing pass: 3
- Number of logged tool warnings: 32
- Initial core utilization: 0.1221
- Post-DP HPWL: 3402 µm
- Cell with the most instances on the worst path: sky130_fd_sc_hd__clkdlybuf4s50_1
- Synthesis-to-layout area growth: 89.26%
- Distinct lib cells used: 19
- Die x size: 113 µm
- Post-synth seq share: 0
- Worst-margin pin slew: 0.5614 ns
- Total of max-cap violations: 0
- Arrival time reported for the critical path endpoint: 4.93 ns
- Delay of the slowest critical-path stage: 0.54 ns
- Smallest setup slack after layout: 1.469 ns
- Final count of negative-setup-slack endpoints: 0
- Sequential cell count: 0
- Final routed DRC violation total: 0
- Area of the mapped netlist: 1013 µm²
- CP max-delay cell: sky130_fd_sc_hd__or4_1
- Setup Crit Path Kind: primary input to output pin
- Chip Height: 113 µm
- Final weighted congestion of routability-driven global placement: 0.7104
- Required time of the worst setup path: 6.40 ns
- Total number of vias: 1084
- Full die area: 12770 µm²
- Area taken by flip-flops and latches: 0 µm²
- Share of the clock period used by the worst path: 0.8164
- Maximum number of pins on one net before global-route repair: 12
- Static leakage: 0.8019 nW
- Depth of the critical timing path with buffers and inverters included: 10
- Fmax: 153.1 MHz
- Post-place setup slack: 1.406 ns
- Endpoint type of the worst setup path: output pin
- Capturing element of the worst setup path: max[13]
- Critical path buffer and inverter count: 4
- Vias per cell: 3.650
- Start point of the critical path: b[19]
- Mean post-synth cell area: 8.890 µm²
- Gr usage total: 0.05671
- Number of cells in Yosys stat: 114
- Fillers: 885
- CTS Hold Bufs: 0
- Number of port buffers: 80
- Met3 routing resource usage after global routing: 0.02137
- Hold/Removal Path Class: primary input to output pin
- Boundary pin count: 80
- List of cells traversed by the critical path: clkdlybuf4s50_1, inv_1, ha_1, nand4_1, or3_4, or4_1, o21ai_2, buf_4, mux2_2, clkdlybuf4s50_1
- Final hold violations: 0
- Worst hold path cell count: 3
- GR Overflow Total: 0
- RSZ-0062 raised after global routing: no
- Antenna violations before repair: 0
- Total setup buffers inserted after CTS: 0
- Average wire per cell in the routed design: 12.88 µm
- Violation count after the first detailed-route iteration: 8
- Site Rows: 33
- Vias in the first global route: 1205
- GRT met2 Usage: 0.08717
- Most utilized layer in the global route result: met2
- Met1 track demand over resource in global routing: 0.07826
- Number of gates resized after CTS: 0
- Finished Core Util: 0.2311
- Shortest clock period the worst path allows after layout: 6.531 ns
- Power Density: 67.31 nW/µm²
- Total count of max-transition violations in the final report: 0
- Number of routed nets with antenna violations: 0
- Global-route wire length before repair: 6223 µm
- Core region area: 8299 µm²
- Clock buffer cells: 0
- Launching element type of the critical path: primary input
- Final Routed Wirelength: 3826 µm
- Syn. warnings: 1
- Largest voltage drop on the vdd net: 25.07 µV
- Worst slew slack as a fraction of its limit: 0.6257
- Cell class contributing the biggest share of worst-path delay: buffers and inverters
- Fraction of layout cells with a size suffix above 1: 0.2396
- Antenna diode count: 0
worst min-delay path: cells and delay by family:
kind / cells / cell delay, ns
buf+inv: 2 / 0.94
mux: 1 / 0.15
Yosys cell counts, drive strengths merged:
cell type   n  area, µm²
mux2       40      450.4
inv        20      75.07
nor2b       2      12.51
nand2       2      7.510
buf         4      45.04
a21oi       6      30.03
a211oi      2      15.01
o211ai      1      7.510
a21o        2      15.01
or4b        1      13.76
o21ai       3      18.77
or4         1      7.510
ha         20      250.2
a2111o      1      11.26
nor2        2      7.510
or3         1      11.26
nand4       4      25.02
nand3       2      10.01
cell families (layout without fill, tap and decap cells):
logic type,after synthesis,after routing,synth area share
AOI/OAI and AO/OA,15,15,0.09629
adders and majority gates,20,20,0.2469
buffers and inverters,24,102,0.1185
muxes,40,40,0.4444
and+or+nand+nor,15,15,0.09383
area by class of cell:
class	instances	area [µm²]	area share
multi-input cells	90	895.9	0.4671
repair buffers	82	815.8	0.4253
well taps	105	131.4	0.06849
inverters	20	75.07	0.03914
cells in the final DEF, fill, tap and decap left out:
master                            count
sky130_fd_sc_hd__inv_1               20
sky130_fd_sc_hd__a2111o_1             1
sky130_fd_sc_hd__nor2_2               1
sky130_fd_sc_hd__a21o_1               2
sky130_fd_sc_hd__mux2_2              40
sky130_fd_sc_hd__or4_1                1
sky130_fd_sc_hd__o21ai_2              1
sky130_fd_sc_hd__nor2b_1              2
sky130_fd_sc_hd__o21ai_0              2
sky130_fd_sc_hd__buf_4                2
sky130_fd_sc_hd__nor2_1               1
sky130_fd_sc_hd__nand4_1              4
sky130_fd_sc_hd__or3_4                1
sky130_fd_sc_hd__a21oi_1              6
sky130_fd_sc_hd__nand2_1              2
sky130_fd_sc_hd__ha_1                20
sky130_fd_sc_hd__a211oi_1             2
sky130_fd_sc_hd__clkdlybuf4s50_1     80
sky130_fd_sc_hd__nand3_1              2
sky130_fd_sc_hd__or4b_4               1
sky130_fd_sc_hd__o211ai_1             1
power breakdown:
group | switching [mW] | leakage [nW] | internal (mW)
clock | 0 | 0 | 0
sequential | 0 | 0 | 0
combinational | 0.0395 | 0.802 | 0.0896
total | 0.0395 | 0.802 | 0.0896
routing by layer:
layer / wire length [µm] / vias to the layer above
met5: 0 / -
met4: 0 / 0
met3: 424 / 0
met2: 1585 / 49
met1: 1815 / 454
li1: - / 581
metrics by stage:
step	hold slack [ns]	power [mW]	area [µm²]	std cells
finish	4.298	0.1291	1918	297
global route	4.339	0.1437	1918	297
CTS	4.310	0.1327	1918	297
detailed placement	4.302	0.1312	1918	297
global placement	4.303	0.1320	1918	297
floorplan	3.298	0.05327	1013	114
how the worst min path moves through the flow:
stage | start | end | slack [ns]
4_1_cts | b[7] | max[7] | 4.31
5_1_grt | b[1] | min[1] | 4.34
6_report | b[2] | min[2] | 4.30
No activity file was given, so power comes from the tool's default toggle rates.
