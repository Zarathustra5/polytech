==> flow/design.v <==
module cnt_2_10_R
(
  input clk, dir, reset,
  output reg [3:0]cntQ
);
always @(posedge clk or posedge reset) begin
  if (reset) begin
    cntQ <= 4'b0000;
  end else if (dir == 1) begin
    if (cntQ == 4'b1111) cntQ <= 4'b0000;
    else cntQ <= cntQ + 1;
  end else if (dir == 0) begin
    if (cntQ == 4'b0000) cntQ <= 4'b1111;
    else cntQ <= cntQ - 1;
  end
end
endmodule
==> flow/run.sh <==
#!/bin/bash
# OpenROAD 26Q1-2900-gdf79404cd8, Yosys 0.63+post, stock flow scripts
make -C /OpenROAD-flow-scripts/flow DESIGN_CONFIG=/design/flow/config.mk WORK_HOME=/design/flow/orfs finish
==> flow/config.mk <==
export PLATFORM = sky130hd
export DESIGN_NAME = cnt_2_10_R
export DESIGN_NICKNAME = cnt_2_10_R
export VERILOG_FILES = /design/flow/design.v
export SDC_FILE = /design/flow/constraint.sdc
export NUM_CORES = 4
export LEC_CHECK = 1
export CORE_AREA = 10 10 70 70
export DIE_AREA = 0 0 80 80
==> flow/constraint.sdc <==
current_design cnt_2_10_R

set clk_period 1.5
set clk_io_pct 0.2

create_clock -name clk0 -period $clk_period [get_ports {clk}]

set non_clock_inputs [all_inputs -no_clocks]
set_input_delay [expr $clk_period * $clk_io_pct] -clock clk0 $non_clock_inputs
set_output_delay [expr $clk_period * $clk_io_pct] -clock clk0 [all_outputs]
==> results.py <==
# Generated from Yosys and OpenROAD reports
metrics = {
    "outcome": {
        "status": "completed",
    },
    "setup_path": {
        "endpoint_kind": "output port",
        "cp_num_buf_inv": 1,
        "arrival_ps": 1140,
        "cp_slowest_cell": "clkdlybuf4s50_1",
        "crit_path_max_fanout": 5,
        "max_stage_delay_ps": 490,
        "cp.required_ps": 1200,
        "worst_setup_path_start_kind": "flop",
        "worstPathCellList": "clkdlybuf4s50_1",
        "crit_type": "flop to output port",
        "critPathTopFamily": "buffers and inverters",
    },
    "clocking": {
        "clk_latency_ps": 240,
        "root_buffer": "clkbuf_4",
        "tritoncts": "built",
        "ctsHoldBuffers": 0,
        "htree_levels": 1,
        "numCtsBuffers": 3,
        "cts.sinks": 4,
        "path_clk_slew_ps": 40,
        "clock_path_buffers": 2,
    },
    "drt": {
        "drt_wl_total_um": 638,
        "vias_per_cell": 2.60,
        "routed-via-count": 208,
        "remaining_drc_errors": 0,
        "wire_per_inst_um": 7.98,
        "n_antenna_cell": 0,
        "drtIter0Drc": 0,
        "drt.antenna.violating_nets": 0,
        "firstDrtPassIters": 1,
    },
    "timing": {
        "rsz0062_at_grt": "false",
        "min_period_ps": 1440,
        "final_max_slew_viol_count": 0,
        "finalClockPeriodUsage_pct": 96.1,
        "final.setup.tns_ps": 0,
        "worst_pin_slew_ps": 256,
        "hold_viol_final": 0,
        "setup_viol": 0,
        "fin_skew_ps": 4.38,
        "slew_headroom_pct": 82.9,
        "clock.fmax_mhz": 694,
        "holdWs_ps": 242,
    },
    "cells_and_area": {
        "final_cell_mix": "clkdlybuf4s50_1, inv_1, clkbuf_4, buf_4",
        "top_register": "cntQ",
        "area_delta_synth_final_pct": 74.6,
        "drive_gt1_share_pct": 26.5,
        "top_regs": "cntQ: 4 flops",
        "layout.cells.most_common": "clkdlybuf4s50_1",
        "largest_register_ff_count": 4,
    },
    "synthesis": {
        "ys_seq_elements": 4,
        "top_area_cell": "dfrtp_1",
        "ys.warnings.count": 1,
        "synth_area_per_cell_um2": 10.1,
        "syn_area_um2": 221,
        "ys_area_um2": 221,
        "synthCells": 22,
        "yosys.area.top_type_share_pct": 45.2,
        "yosysUniqueCellTypes": 14,
        "ys_cells": 22,
        "ys_top_cells_by_area": "dfrtp_1, ha_1, xnor2_1, inv_1, mux2i_1",
        "synth_seq_share_pct": 45.2,
    },
    "placed_design": {
        "hpwl_um": 483,
        "port_buffers": 6,
        "place.gp.congestion": 0.711,
    },
    "floorplanning": {
        "num_rows": 21,
        "die-area_mm2": 0.00640,
        "core_area_mm2": 0.00342,
        "fp_util_pct": 6.48,
        "die_w_um": 80,
        "io_pins": 7,
        "die_y_um": 80,
    },
    "grt": {
        "overflow": 0,
        "grt_max_degree": 8,
        "grt_pass1_wl_mm": 1.04,
        "grt_pass1_vias": 246,
        "antenna_found_initial": 0,
        "grtUsageTotal_pct": 2.16,
    },
    "pwr": {
        "p_per_area_mw_per_mm2": 1590,
        "p_leak_nw": 0.152,
        "ir_drop_mv": 0.711,
    },
    "hold_path": {
        "hold_class": "primary input to asynchronous set/reset pin",
    },
    "flow_run": {
        "maxCapViolations": 0,
        "warnings": 26,
    },
}
[layer usage]
metal	up-vias	part of all wire (%)	GRT usage, %	wire, µm
met3	2	13	2.05	85
met5	-	0	0	0
met2	10	32	2.57	205
met1	97	53	2.67	339
li1	99	-	-	-
met4	0	1.3	0.528	8
[what timing repair did]
action / CTS / global route
buffers inserted: 1 / 2
pin swaps: 0 / 0
setup endpoints to repair: 3 / 2
resized: 2 / 0
[cell usage after synthesis]
cell type and n:
dfrtp_1 4, inv_1 4, ha_1 2, xnor2_1 2, a21oi_1 1, a221oi_1 1
a31oi_1 1, inv_2 1, mux2i_1 1, nor2_1 1, o21ai_0 1, o21bai_1 1
or3_1 1, or4_1 1
[area by class of cell]
type | instances | area (µm²)
multi-input cells | 13 | 103
inverters | 5 | 18.8
repair buffers | 9 | 82.6
well taps | 46 | 57.6
fillers | 409 | 3030
clock buffers | 3 | 22.5
flip-flops and latches | 4 | 103
[final timing paths]
check,from,to,slack [ps],cells past startpoint
max,cntQ[2],cntQ[2],60,1
min,reset,cntQ[3],240,2
max reg2reg,cntQ[1],cntQ[3],120,4
min reg2reg,cntQ[0],cntQ[0],510,1
max in group asynchronous,reset,cntQ[0],1090,2
min in group clk0,cntQ[0],cntQ[0],510,1
[power by group]
group / internal, mW / leakage (nW) / switching, mW
sequential: 0.154 / 0.0465 / 0.0475
combinational: 0.176 / 0.0922 / 0.102
clock: 0.0897 / 0.0138 / 0.0467
total: 0.420 / 0.152 / 0.196
[per-stage QoR]
| stage | cell area (µm²) | std cells | power, mW | utilization (%) | worst slack (ps) |
|---|---|---|---|---|---|
| floorplan | 221 | 22 | 0.304 | - | 285 |
| global placement | 339 | 74 | 0.418 | 9.93 | 166 |
| detailed placement | 339 | 74 | 0.435 | 9.93 | 145 |
| CTS | 372 | 78 | 0.602 | 10.9 | 46.8 |
| global route | 387 | 80 | 0.677 | 11.3 | 0.179 |
| finish | 387 | 80 | 0.616 | 11.3 | 59.2 |
[kinds of logic (layout without fill, tap and decap cells)]
group                    after synthesis  after routing  share of synthesized area (%)
AND-OR/OR-AND                          5              5                           14.7
flip-flops                             4              4                           45.2
adder cells (fa/ha/maj)                2              2                           11.3
multiplexers                           1              1                           4.52
AND/OR/NAND/NOR                        3              3                           7.91
XOR/XNOR                               2              2                           7.91
buffers and inverters                  5             17                           8.47
No activity file was given, so power comes from the tool's default toggle rates.
