## /design/flow/run.sh

```bash
#!/bin/bash
# OpenROAD 26Q1-2900-gdf79404cd8, Yosys 0.63+post, stock flow scripts
make -C /OpenROAD-flow-scripts/flow DESIGN_CONFIG=/design/flow/config.mk WORK_HOME=/design/flow/orfs finish
```

## /design/flow/config.mk

```make
export PLATFORM = sky130hd
export DESIGN_NAME = lab5_1
export DESIGN_NICKNAME = lab5_1
export VERILOG_FILES = /design/flow/design.v
export SDC_FILE = /design/flow/constraint.sdc
export NUM_CORES = 4
export LEC_CHECK = 1
export CORE_AREA = 10 10 70 70
export DIE_AREA = 0 0 80 80
```

## /design/flow/constraint.sdc

```tcl
current_design lab5_1

set clk_period 1.5
set clk_io_pct 0.2

create_clock -name clk0 -period $clk_period [get_ports {clk}]

set non_clock_inputs [all_inputs -no_clocks]
set_input_delay [expr $clk_period * $clk_io_pct] -clock clk0 $non_clock_inputs
set_output_delay [expr $clk_period * $clk_io_pct] -clock clk0 [all_outputs]
```

## /design/flow/design.v

```verilog
module lab5_1 (
    input clk,            
    input srst_in,       
    input [3:0] din,    
    output reg [7:0] q  
);
reg [7:0] state;
reg srst;          
reg [3:0] d;     
parameter S0 = 0, S1 = 1, S2 = 2;
always @(posedge clk) begin
    srst <= srst_in;  
    d <= din;         
end
always @(posedge clk) begin
    if (srst == 0) begin
        state <= S0;  
    end else begin
        case (state)
            S0: begin
                if (d == 4'h1) state <= S1;  
                else state <= S0; 
            end
            S1: begin
                if (d == 4'h2) state <= S2;
                else state <= S1; 
            end
            S2: begin
                if (d == 4'h4) state <= S1;
					else if (d == 4'h8) state <= S0; 
                else state <= S2; 
            end
        endcase
    end
end
always @(state) begin
    case (state)
        S0: q = 8'h00;
        S1: q = 8'h55;
        S2: q = 8'hff;
        default: q = 8'h00;
    endcase
end
endmodule
```

==> Slide: Implementation Results <==
Flow Results at a Glance

Run status
  • Result of the run: finished clean

Worst setup path
  • R2r endpoint: state[0]$_DFF_P_
  • Crit path depth: 2
  • Critical path start-end classification: flip-flop to primary output
  • Worst Path Arrival: 1.13 ns
  • Internal reg-to-reg setup slack: 0.50 ns
  • Buffers plus inverters on the worst setup path: 2
  • Biggest cell delay along the critical path: roughly 0.46 ns
  • Required time reported for the critical path endpoint: 1.20 ns
  • Kind of end point of the critical path: primary output
  • Worst-path cell chain: buf_6 > clkdlybuf4s50_1
  • Capturing element of the worst setup path: q[7]
  • Slowest-stage cell, CP: sky130_fd_sc_hd__clkdlybuf4s50_1
  • Start point of the critical path: state[1]$_DFF_P_
  • Critical register-to-register path startpoint: d[0]$_DFF_P_
  • Worst reg2reg path depth: 3
  • Critical path's top delay family: buffers and inverters
  • Largest fanout of any net on the critical path: 5
  • Kind of launch point of the worst setup path: flip-flop

Synth
  • Mapped Cells: 33
  • Library cell with the highest instance count after synthesis: sky130_fd_sc_hd__dfxtp_1
  • Yosys Chip Area: around 330 sq um
  • Prevailing post-synth register cell: sky130_fd_sc_hd__dfxtp_1
  • Distinct lib cells: 18
  • Average cell area after synthesis: 9.896 sq um
  • Yosys cell count: 33
  • Cell area leaders: sky130_fd_sc_hd__dfxtp_1 (49%), sky130_fd_sc_hd__buf_4 (14%), sky130_fd_sc_hd__o41ai_2 (5.0%)
  • Area of the mapped netlist: about 330 sq um
  • Synthesis warning total: 1
  • Register share after synthesis: slightly below 50%
  • Post-synth EDFFs: 0
  • Most frequent cells after synthesis: sky130_fd_sc_hd__dfxtp_1 (8), sky130_fd_sc_hd__buf_4 (6), sky130_fd_sc_hd__a31oi_1 (2), sky130_fd_sc_hd__inv_1 (2), sky130_fd_sc_hd__nor2_1 (2)
  • Post-synthesis register bit count: 8
  • Fraction of synthesized cell area taken by the top area cell type: 49.04%
  • Synth async-reset ratio: 0%
  • Largest area contributor in the synthesized netlist: sky130_fd_sc_hd__dfxtp_1

Clock network
  • CTS tree: built
  • CTS Buffer Depth: 2
  • CTS root buf: sky130_fd_sc_hd__clkbuf_4
  • CTS buffer count: 3
  • H-tree Lvls: 1
  • Later-pin clock latency in the skew report: between 0.2 and 0.3 ns
  • Count of clock tree sinks: 8
  • Clock transition time at the flip-flop clock pins of the worst setup and hold paths: 0.05 ns

Detailed routing
  • Iteration-0 DRC Markers: 9
  • Aggregate routed wire length: ~710 microns
  • Mean number of vias per cell: approximately 2.9
  • Number of detailed-routing iterations run before antenna repair: 4
  • Antenna Nets Post-Route: 0
  • WL/cell: roughly 7.8 microns
  • Via count: 263
  • Number of DRC violations after detailed routing: 0
  • ANT cells: 0

Flow run
  • Tally of OpenROAD warnings: 25
  • Number of max-capacitance violations reported: 0

Final timing
  • Final Skew: about 0.0051 ns
  • Final Hold Fails: 0
  • Final Max Tran Viols: 0
  • Tightest slew margin relative to the limit: between 80 and 90%
  • Endpoints failing setup: 0
  • Maximum clock rate: 697.3 MHz
  • Least-Margin Pin Slew: 0.2463 ns
  • Unrepaired setup endpoints after global routing: no
  • Sum of negative setup slack: 0 ns
  • Post-route clock period utilization: a little over nine tenths
  • Shortest period the worst path allows: about 1.4 ns

Power and ir drop
  • Fraction of power consumed by combinational cells: 10.0%
  • Overall power consumption: 436.1 uW
  • Leakage: between 0.2 and 0.25 nW
  • Sequential Power Share: around 54%
  • Net switching power: 90.58 uW
  • Switching power share of the total: about a fifth
  • Pwr dens: approximately 850 nW/um^2
  • Worst VDD drop: roughly 0.45 mV
  • Power share of the clock group: 36.0%
  • Internal power component: approximately 350 uW

Finish
  • Layout filler cell count: around 400
  • Growth of design area from synthesis to finish: 57.47%
  • Final instance count without filler cells: roughly 91
  • Share of post-route cells with drive strength above 1: 26.67%

GRT
  • GRT Residual Overflow: 0
  • Wire length of the first global-routing pass: 1.138 mm
  • Global routing usage summed across all routing layers: 2.210%
  • Pin count of the biggest net entering global routing: 9
  • Initial antenna violation count: 0
  • Vias in the first global route: ~290

Floorplanning
  • Site row count: 21
  • Height of the die: about 80 microns
  • Area of the core: approximately 3400 sq um
  • Number of I/O pins: 14
  • Chip area: ~6400 sq um
  • Die Wd: 80 microns
  • Floorplan-stage core utilization: a little under a tenth

Placed design
  • RePlAce Congestion: around 0.68
  • HPWL after detailed placement: 572.7 microns
  • Count of input and output buffers: 13
  • Number of placed instances with taps included: between 80 and 90

Min path
  • Hold/Removal Path Class: flip-flop to flip-flop
per-layer routing:
layer  vias up  routed length [microns]  GRT usage [%]
met2        23                      183          2.809
met5         -                        0              0
met3         0                      196          2.500
met1       108                      326          2.492
li1        132                        -              -
met4         0                        0         0.1761
area by class of cell:
cell class / count / area (sq um) / area share, %
Multi-Input combinational cell: 15 / 108.9 / 21.17
Timing Repair Buffer: 16 / 151.4 / 29.44
Tap cell: 46 / 57.56 / 11.19
Clock buffer: 3 / 22.52 / 4.380
Inverter: 3 / 11.26 / 2.190
Sequential cell: 8 / 162.7 / 31.63
placed cells by master (no fill, tap or decap), types with 2 or more instances in the layout:
| cell type | netlist | routed |
|---|---|---|
| sky130_fd_sc_hd__inv_1 | 2 | 2 |
| sky130_fd_sc_hd__a31oi_1 | 2 | 2 |
| sky130_fd_sc_hd__nor2_1 | 2 | 2 |
| sky130_fd_sc_hd__dlygate4sd2_1 | 0 | 4 |
| sky130_fd_sc_hd__dfxtp_1 | 8 | 6 |
| sky130_fd_sc_hd__buf_4 | 6 | 2 |
| sky130_fd_sc_hd__dfxtp_2 | 0 | 2 |
| sky130_fd_sc_hd__clkdlybuf4s50_1 | 0 | 9 |
| sky130_fd_sc_hd__clkbuf_4 | 0 | 3 |
sequential cells by signal, summed over array words and instances, names as in the netlist:
register and flops:
d 4, state 3, srst 1
stage by stage:
stage          setup WS (ns)  instance area [sq um]  util (%)  hold slack, ns
6_report             0.06594                  514.2     15.05          0.4422
5_1_grt             0.002420                  514.2     15.05          0.4488
4_1_cts             0.008869                  503.0     14.73          0.4394
3_5_place_dp          0.1428                  473.0     13.85          0.4330
3_3_place_gp          0.1666                  473.0     13.85          0.4179
2_1_floorplan         0.4493                  326.6         -          0.3277
timing repair:
item                                   in CTS  in global routing
setup endpoints to repair                   4                  4
resized                                     7                  1
setup buffers                               1                  1
endpoints found under the hold margin       0                  0
gates cloned                                0                  0
hold buffers                                0                  0
power groups by stage:
| stage | clock, mW | combinational, mW | sequential (mW) |
|---|---|---|---|
| CTS | 0.164 | 0.0442 | 0.235 |
| global route | 0.178 | 0.0494 | 0.237 |
| finish | 0.157 | 0.0438 | 0.236 |
worst min path at each step:
stage,from,to,cells past startpoint
finish,srst$_DFF_P_,state[0]$_DFF_P_,1
global route,srst$_DFF_P_,state[0]$_DFF_P_,1
CTS,srst$_DFF_P_,state[0]$_DFF_P_,1
cell families (layout without fill, tap and decap cells):
logic type / Yosys count / count (layout) / share of synthesized area (%)
simple gates: 6 / 6 / 10.35
flops: 8 / 8 / 49.04
buf+inv: 10 / 22 / 18.39
xor+xnor: 1 / 1 / 2.682
compound gates: 8 / 8 / 19.54
Power figures rest on the tool's default switching activity, not on a simulated workload.
